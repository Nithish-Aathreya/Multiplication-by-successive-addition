File: ./config.mk
export PLATFORM = sky130hd
export DESIGN_NAME = main
export DESIGN_NICKNAME = main
export VERILOG_FILES = /design/flow/design.v
export SDC_FILE = /design/flow/constraint.sdc
export NUM_CORES = 4
export LEC_CHECK = 1
export CORE_AREA = 10 10 70 70
export DIE_AREA = 0 0 80 80
File: ./constraint.sdc
current_design main

set clk_period 2.5
set clk_io_pct 0.2

create_clock -name clk0 -period $clk_period [get_ports {clk}]

set non_clock_inputs [all_inputs -no_clocks]
set_input_delay [expr $clk_period * $clk_io_pct] -clock clk0 $non_clock_inputs
set_output_delay [expr $clk_period * $clk_io_pct] -clock clk0 [all_outputs]
File: ./design.v
`timescale 1ns / 1ps
module main(clk,din,lda,ldp,clrp,ldb,dec,eq,bus);
input clk,lda,ldp,clrp,ldb,dec;
input [3:0]bus;
input [3:0]din;
output eq;
wire [3:0] x,y,bout,bus,sum;
assign bus = din;
acc m0(clk,lda,bus,x);
prod m1(clk,clrp,ldp,sum,y);
adder m2(x,y,sum);
secondreg m3(clk,bus,ldb,dec,bout);
comp m4(bout,eq);
endmodule
module acc(clk,lda,din,dout);
input [3:0]din;
input clk,lda;
output reg [3:0]dout;
always @(posedge clk)
begin
if(lda == 1'b1)
 dout<=din;
end
endmodule
module prod(clk,clrp,ldp,din,dout);
input [3:0]din;
input clrp,clk,ldp;
output reg [3:0]dout;
always @(posedge clk or posedge clrp)
begin
if(clrp==1'b1)
dout<=4'b0;
else if(ldp==1'b1)
dout<=din;
end
endmodule
module adder(in1,in2,sum);
input [3:0] in1,in2;
output reg [3:0] sum;
always @(*)
begin
 sum = in1 + in2;
end
endmodule
module secondreg(clk,din,ldb,dec,dout);
input [3:0]din;
input clk,ldb,dec;
output reg [3:0]dout;
always @(posedge clk)
begin
if(ldb==1'b1)
dout<=din;
else if(dec==1'b1)
dout<=dout - 1'b1;
end
endmodule
module comp(din,dout);
input [3:0]din;
output dout;
assign dout = (din == 4'b0000);
endmodule
module controller(clk,start,lda,clrp,ldb,ldp,dec,eq,done);
input clk,start,eq;
output reg lda,clrp,ldb,ldp,dec,done=1'b0;
reg [2:0]state;
parameter s0=3'b000,s1=3'b001,s2=3'b010,s3=3'b011,s4=3'b100;
always @(posedge clk)
begin
case(state)
s0: if(start ==1'b1)
    state<=s1;
s1: state<=s2;
s2: state<=s3;
s3: #2 if(eq==1'b0)
        begin
    state<=s3;
    end
    else 
    begin
    state<=s4;
    end
s4: state<=s4;
default:state<=s0;
endcase
end
always @(state) 
begin
case(state)
 s0:begin 
 #1 lda=1'b0;ldb=1'b0;ldp=1'b0;clrp=1'b0;dec=1'b0;
 end
 s1:begin 
 #1 lda=1'b1;ldb=1'b0;ldp=1'b0;clrp=1'b1;dec=1'b0;
 end
 s2:begin 
 #1 lda=1'b0;ldb=1'b1;ldp=1'b0;clrp=1'b0;dec=1'b0;
 end
 s3:begin 
 #1 lda=1'b0;ldb=0;ldp=1'b1;clrp=1'b0;dec=1'b1;
 end
 s4:begin 
 #1 done=1'b1;lda=1'b0;ldb=1'b0;ldp=1'b0;clrp=1'b0;dec=1'b0;
 end
 default:begin 
 #1 lda=1'b0;ldb=1'b0;ldp=1'b0;clrp=1'b0;dec=1'b0;
 end
 endcase
 end
endmodule
File: ./run.sh
#!/bin/bash
# OpenROAD 26Q1-2900-gdf79404cd8, Yosys 0.63+post, stock flow scripts
make -C /OpenROAD-flow-scripts/flow DESIGN_CONFIG=/design/flow/config.mk WORK_HOME=/design/flow/orfs finish
==> notes.md <==
yosys + openroad results -> stop err ERROR: Found 4 problems in 'check -assert'., tally of yosys warning messages 4, chip area line of the yosys report 256.5 um2, ys cells 23, stage at which the flow ended synthesis (1_2_yosys), sequential area share after synthesis 0.4683, run status stopped before the end, area share, top type 0.4683, post-synthesis sequential element count 4, cell type with the highest aggregate area in the netlist sky130_fd_sc_hd__edfxtp_1, Distinct lib cells used 14, Area contributors post-synth sky130_fd_sc_hd__edfxtp_1, sky130_fd_sc_hd__buf_4, sky130_fd_sc_hd__o31a_1
-- cell families after synthesis --
group | Yosys count | synth area share
AND-OR/OR-AND | 3 | 0.08780
XOR/XNOR | 1 | 0.03415
adder cells (fa/ha/maj) | 1 | 0.04877
buffers and inverters | 7 | 0.1610
flip-flops | 4 | 0.4683
multiplexers | 2 | 0.08293
AND/OR/NAND/NOR | 5 | 0.1171
-- synth_stat cells --
library cell	number
sky130_fd_sc_hd__buf_4	4
sky130_fd_sc_hd__edfxtp_1	4
sky130_fd_sc_hd__ha_1	1
sky130_fd_sc_hd__inv_1	3
sky130_fd_sc_hd__mux2_2	1
sky130_fd_sc_hd__mux2i_1	1
sky130_fd_sc_hd__nand2_1	1
sky130_fd_sc_hd__nand2b_1	1
sky130_fd_sc_hd__nor3b_1	1
sky130_fd_sc_hd__nor4_1	1
sky130_fd_sc_hd__o21ai_0	1
sky130_fd_sc_hd__o31a_1	2
sky130_fd_sc_hd__or2_2	1
sky130_fd_sc_hd__xnor2_1	1
